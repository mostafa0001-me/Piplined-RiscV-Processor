$ cat flow/config.mk
export PLATFORM = sky130hd
export DESIGN_NAME = InstMem
export DESIGN_NICKNAME = InstMem
export VERILOG_FILES = /design/flow/design.v
export SDC_FILE = /design/flow/constraint.sdc
export NUM_CORES = 4
export LEC_CHECK = 1
export CORE_AREA = 10 10 70 70
export DIE_AREA = 0 0 80 80
$ cat flow/constraint.sdc
current_design InstMem

set clk_period 1.0
set clk_io_pct 0.2

create_clock -name clk0 -period $clk_period

set non_clock_inputs [all_inputs -no_clocks]
set_input_delay [expr $clk_period * $clk_io_pct] -clock clk0 $non_clock_inputs
set_output_delay [expr $clk_period * $clk_io_pct] -clock clk0 [all_outputs]
$ cat flow/design.v
module InstMem 
(
    input [5:0] Addr, 
    output [31:0] DataOut
);
 reg [31:0] mem [0:63];
 assign DataOut = mem[Addr];
 initial begin
        mem[0 ]= 32'h00c00093; 
        mem[1 ]= 32'h00500113;                               
        mem[2 ]= 32'h00208863;                               
        mem[3 ]= 32'h0020c863;                                
        mem[4 ]= 32'h0020f863;                               
        mem[5 ]= 32'h0020e863;                               
        mem[6 ]= 32'h00500193;
        mem[7 ]= 32'h00500213;
        mem[8 ]= 32'h00500293;
        mem[9 ]= 32'h00500313;
   end
endmodule
$ cat flow/run.sh
#!/bin/bash
# OpenROAD 26Q1-2900-gdf79404cd8, Yosys 0.63+post, stock flow scripts
make -C /OpenROAD-flow-scripts/flow DESIGN_CONFIG=/design/flow/config.mk WORK_HOME=/design/flow/orfs finish
==> writeup.txt <==
Along the worst hold path, the cell count comes to 3. Per the synthesis report, the number of distinct cell types is 19. The yosys stat cell total was 46. After detailed routing, the average wire length per cell comes to 9.42 um. The worst-path maximum fanout is 3. The tools report the number of synthesis warnings as 1. The post-synth design cell area came out at 329 sq um.

The most repeated library cell on the critical path is sky130_fd_sc_hd__inv_4. In the routed design, unresolved DRC markers number 0. The utilization of the core after routing is 0.162, and the peak supply drop is 0.0533 mV. The synthesized instance count is 46.

The wire length after detailed routing is 1050 um. The run gives 0.839 GHz for the highest attainable clock frequency. The run finished, with violations left.

In this run the vertical extent of the chip is 80 um. In the final report, the number of endpoints failing setup comes to 13. On the worst path, the slowest cell contributes a delay of 0.24 ns. The worst hold path begins at Addr[0]. With the HPWL after detailed placement at 869 um, the pre-CTS setup slack is -1.04 ns.

The iteration-0 DRC count of the detailed router is 13. Global routing finished with a remaining overflow of 0. Global-route wire length before repair: 1600 um. The number of top-level design ports is 38, and the share of the cycle needed by the critical path after routing is 1.19.

The final reports fail on setup timing. The proportion of layout cells with a drive suffix above 1 came out at 0.615. Entering global routing, the biggest net connects 10 pins. The floorplan has 21 rows. The tally of clock buffers in the finished layout is 0, and the total power density per cell area is 344 nW/um^2. Hold analysis lists the worst path endpoint as DataOut[23]. For the slack of the critical path, the log shows -0.192 ns.

On the critical path the data arrives at 0.99 ns. The run gives 0 as the number of flip-flops and latches. In the routed netlist, the antenna diode instances number 0.

Summing over the stages, the warning tally comes to 37. Critical-path cell with the highest stage delay: sky130_fd_sc_hd__or2_4. As logged by OpenROAD, the buffers inserted on ports number 19. The run gives 0 sq um for the area of all sequential standard cells.

For reference, the most critical setup path is categorized as in -> out. For this run, the detailed router's first-pass iteration total came to 2. With the per-instance average area after synthesis at 7.15 sq um, the chip footprint is 6400 sq um.

After its last routability iteration, the placer logged a weighted congestion of 0.669. The via total after detailed routing is 292, and the initial antenna violation count is 0. Per STA, the worst path is made up of buf_8 > inv_4 > ha_4 > or2_4 > inv_4 > buf_6 > buf_2.

The run gives 0.0963 for the core utilization at floorplan. The overall track demand over capacity in global routing was 0.0293; the yosys synthesis chip area was 329 sq um. The area growth from synthesis to layout is 68.1%. The die boundary width came out at 80 um. The run gives 111 for the final instance count without filler cells.

Kind of path behind the tightest hold check: in -> out. The run gives 0 for the count of final max-slew check failures. Setup repair after global routing could not meet its margin everywhere. The sequential share of the synthesized area was 0. The count of placed standard cells including taps is 105. The logs give -1.47 ns for the accumulated negative setup slack and 0.80 ns for the endpoint required time on the critical path.

The kind of end point of the critical path was an output pin. The worst setup path is launched from a primary input. In this run, post-CTS hold repair placed 0 buffers.

Using the TritonRoute via totals, the vias-per-cell ratio works out to 2.63. For the number of max-capacitance violations reported, the log shows 0. After filler insertion, the fill cell instance count of the layout stands at 396.

The number of global-route vias before repair came out at 338. The core region is 3420 sq um. Per the cell usage report, the commonest logic cells after layout are 17 x sky130_fd_sc_hd__conb_1, 14 x sky130_fd_sc_hd__buf_2, 8 x sky130_fd_sc_hd__buf_6. Leaving out fill and tap cells, the most frequent cell in the layout is sky130_fd_sc_hd__conb_1. After layout, the design draws a total of 0.190 mW. The minimum clock period after layout is 1.19 ns.

The script extracted a total leakage power of 0.277 nW. Per the final timing report, the hold violations number 0. The detail route stage leaves a number of antenna-violating nets equal to 0.
==> stage by stage <==
stage	hold slack [ns]	cell area [sq um]
after floorplan	0.413	424
after CTS	0.637	533
after global placement	1.47	483
after detailed placement	1.46	483
final	0.643	553
after global routing	0.669	553
==> synth_stat cells <==
master / n / area [sq um]
sky130_fd_sc_hd__o21a_1: 1 / 7.51
sky130_fd_sc_hd__xnor2_1: 1 / 8.76
sky130_fd_sc_hd__nor3_1: 1 / 5.00
sky130_fd_sc_hd__and2b_1: 1 / 7.51
sky130_fd_sc_hd__nor2_1: 1 / 3.75
sky130_fd_sc_hd__o21bai_1: 1 / 7.51
sky130_fd_sc_hd__buf_6: 2 / 22.5
sky130_fd_sc_hd__inv_1: 3 / 11.3
sky130_fd_sc_hd__a31o_2: 1 / 8.76
sky130_fd_sc_hd__nand2b_1: 1 / 6.26
sky130_fd_sc_hd__buf_4: 23 / 173
sky130_fd_sc_hd__conb_1: 2 / 7.51
sky130_fd_sc_hd__nand3b_1: 1 / 7.51
sky130_fd_sc_hd__a32o_1: 1 / 10.0
sky130_fd_sc_hd__nor4_1: 1 / 6.26
sky130_fd_sc_hd__ha_1: 1 / 12.5
sky130_fd_sc_hd__a21oi_1: 2 / 10.0
sky130_fd_sc_hd__or2_1: 1 / 6.26
sky130_fd_sc_hd__o31ai_1: 1 / 7.51
==> cells by family (layout without fill, tap and decap cells) <==
group	Yosys count	count (layout)	synth area share
buf+inv	28	32	0.627
compound gates	7	7	0.156
simple gates	7	7	0.129
other cells	2	17	0.0228
fa+ha+maj	1	1	0.0380
xor+xnor	1	1	0.0266
==> power breakdown <==
group	switching, mW	internal (mW)	total (mW)
logic	0.0748	0.115	0.190
registers	0	0	0
clock network	0	0	0
total	0.0748	0.115	0.190
==> worst max-delay path: cells and delay by family <==
kind / cells / cell delay, ns
and+or+nand+nor: 1 / 0.24
adders and majority gates: 1 / 0.18
buffers and inverters: 5 / 0.36
==> final cells by class <==
type / instances / area [sq um] / share of cell area
Multi-Input combinational cell: 33 / 249 / 0.450
Timing Repair Buffer: 29 / 230 / 0.416
Tap cell: 46 / 57.6 / 0.104
Inverter: 3 / 16.3 / 0.0294
==> worst max path at each step <==
stage	from	to	slack, ns	cells after the start
finish	Addr[1]	DataOut[15]	-0.19	7
global route	Addr[1]	DataOut[15]	-0.24	7
CTS	Addr[1]	DataOut[15]	-0.21	7
==> repair_timing <==
item	CTS	global route
pin swaps	8	5
endpoints found under the setup margin	15	13
setup buffers	6	0
resized	88	3
==> metal layers <==
layer	track usage	up-vias	routed length (um)
met5	0	-	0
met4	0	0	0
met3	0.00795	0	96
met2	0.0538	16	547
met1	0.0350	130	402
li1	-	146	-
Power is estimated from default activity; no workload was simulated.
