### flow/config.mk
export PLATFORM = sky130hd
export DESIGN_NAME = RegisterFile
export DESIGN_NICKNAME = RegisterFile
export VERILOG_FILES = /design/flow/design.v
export SDC_FILE = /design/flow/constraint.sdc
export NUM_CORES = 4
export LEC_CHECK = 1
export CORE_UTILIZATION = 40
### flow/constraint.sdc
current_design RegisterFile

set clk_period 8.7
set clk_io_pct 0.2

create_clock -name clk0 -period $clk_period [get_ports {clk}]

set non_clock_inputs [all_inputs -no_clocks]
set_input_delay [expr $clk_period * $clk_io_pct] -clock clk0 $non_clock_inputs
set_output_delay [expr $clk_period * $clk_io_pct] -clock clk0 [all_outputs]
### flow/design.v
`timescale 1ns / 1ps
module RegisterFile
#(parameter n = 32)
(
    input clk,
    input rst, 
    input Write, 
    input[n-1:0] WriteData, 
    input[4:0] WriteAddress, 
    input[4:0] ReadAddress1, 
    input[4:0] ReadAddress2, 
    output [n-1:0] R1, 
    output [n-1:0] R2
);
    reg[n-1:0] registers[31:0];
    integer i;
    always@(posedge(clk), posedge(rst)) begin
        registers[0] = 0;
        if(rst)begin
            for(i = 1; i < n; i = i + 1) begin
                  registers[i] = 0;
            end 
        end
        else if(Write && (WriteAddress != 0)) begin
            registers[WriteAddress] = WriteData;
        end   
        else begin end
    end
    assign R1 = registers[ReadAddress1];
    assign R2 = registers[ReadAddress2];
endmodule
### flow/run.sh
#!/bin/bash
# OpenROAD 26Q1-2900-gdf79404cd8, Yosys 0.63+post, stock flow scripts
make -C /OpenROAD-flow-scripts/flow DESIGN_CONFIG=/design/flow/config.mk WORK_HOME=/design/flow/orfs finish
==> results_tabular.tex <==
% Auto-generated results table
\begin{tabular}{lr}
\hline
Metric & Value \\
\hline
\multicolumn{2}{l}{\textbf{Status}} \\
Result of the run & complete, no violations \\
\multicolumn{2}{l}{\textbf{Yosys}} \\
Top area cells in the synthesized netlist & sky130\_fd\_sc\_hd\_\_dfrtp\_1 (50\%), sky130\_fd\_sc\_hd\_\_mux2\_2 (22\%), sky130\_fd\_sc\_hd\_\_a22oi\_1 (10\%), sky130\_fd\_sc\_hd\_\_clkbuf\_1 (1.6\%), sky130\_fd\_sc\_hd\_\_nand2\_1 (1.5\%) \\
Largest type area fraction & 49.92\% \\
Share of synthesized area occupied by flip-flops and latches & 49.92\% \\
Mapped Cells & 4,345 \\
Cell Area, Synth & 51,330 sq um \\
Yosys Instances & 4,345 \\
Most instantiated cells after synthesis & sky130\_fd\_sc\_hd\_\_dfrtp\_1 (1,024), sky130\_fd\_sc\_hd\_\_mux2\_2 (1,021), sky130\_fd\_sc\_hd\_\_a22oi\_1 (710), sky130\_fd\_sc\_hd\_\_clkbuf\_1 (220), sky130\_fd\_sc\_hd\_\_nand2\_1 (206) \\
Cell with the most instances after synthesis & sky130\_fd\_sc\_hd\_\_dfrtp\_1 \\
Syn Area/Cell & 11.81 sq um \\
Fraction of registers with async set or reset after synthesis & 100.0\% \\
Register bit total from synthesis & 1,024 \\
Leading register cell type out of synthesis & sky130\_fd\_sc\_hd\_\_dfrtp\_1 \\
Post-synth area from yosys stat & 51,330 sq um \\
Count of cell types in the netlist & 74 \\
Post-synth tally of flip-flops with integrated enable & 0 \\
Cell type with the largest total area & sky130\_fd\_sc\_hd\_\_dfrtp\_1 \\
Warnings, synthesis & 2 \\
\multicolumn{2}{l}{\textbf{Final timing}} \\
Post-layout min period & 7.583 ns \\
Max\_slew headroom & 25.22\% \\
Final number of hold-violating endpoints & 0 \\
Highest attainable clock frequency & 131.9 MHz \\
Share of the clock period used by the worst path & 87.16\% \\
Unrepaired setup endpoints after global routing & false \\
Worst hold slack across all endpoints & 0.5309 ns \\
Max-slew violation total from the final report & 0 \\
Worst clock skew on the final layout & 0 ns \\
Number of setup violations in the final report & 0 \\
Worst slew pin tran & 1.119 ns \\
\multicolumn{2}{l}{\textbf{Clock tree}} \\
Root Buffer & sky130\_fd\_sc\_hd\_\_clkbuf\_16 \\
Clk buf depth & 3 \\
Number of levels in the clock H-tree & 3 \\
Number of clock sinks seen by CTS & 1,024 \\
CTS buffer count & 116 \\
TritonCTS clock tree & built \\
Post-CTS clock slew at the launch and capture registers of the worst setup and hold paths & 0.06 ns \\
Number of instances resized during post-cts repair & 0 \\
Setup bufs post-CTS & 0 \\
Hold buffers post-CTS & 0 \\
Skew-Pair Late Insertion Delay & 0.72 ns \\
\multicolumn{2}{l}{\textbf{Power and ir drop}} \\
Total power of the final layout & 13.84 mW \\
Maximum vdd drop & 155.0 uV \\
Power per unit of standard cell area & 232.1 nW/um\^{}2 \\
Leakage power of the design & 25.75 nW \\
\multicolumn{2}{l}{\textbf{Layout}} \\
Area grow syn2layout & 16.14\% \\
Ratio of cells with drive above 1 in the final layout & 35.00\% \\
Area taken by flip-flops and latches & 25,620 sq um \\
Layout fillers & 11.43k \\
Footprint of the multi-input gates & 24,590 sq um \\
Largest register FFs & 1,024 \\
\multicolumn{2}{l}{\textbf{Drt}} \\
Remaining routing DRC violations & 0 \\
Via count & 45.75k \\
Routed WL & 281,600 um \\
Pre-Repair DR Iteration Count & 7 \\
Per-cell routed wire length & 45.24 um \\
Average vias per placed instance & 7.351 \\
Violation count after the first detailed-routing iteration & 6,148 \\
Routed Antenna Nets & 0 \\
\multicolumn{2}{l}{\textbf{Die}} \\
Overall die height & 360.2 um \\
FP Core Util & 40.31\% \\
Placement Rows & 131 \\
Chip Width & 360.2 um \\
Core Box Area & 127,400 sq um \\
\# IOs & 114 \\
Area enclosed by the die boundary & 129,800 sq um \\
\multicolumn{2}{l}{\textbf{Placement}} \\
Hpwl dp & 176,600 um \\
Placer Congestion & 1.101 \\
Number of port buffers & 113 \\
\multicolumn{2}{l}{\textbf{Worst setup path}} \\
Critical path data arrival time & 5.84 ns \\
Data required time at the worst endpoint & 6.96 ns \\
Setup crit end kind & output port \\
Startpoint type of the worst setup path & input pin \\
Crit Path Max Fanout & 22 \\
Kind of critical path & input pin to output port \\
\multicolumn{2}{l}{\textbf{GRT}} \\
Maximum number of pins on one net before global-route repair & 117 \\
First-pass GRT wire length & 379,700 um \\
Number of global-route vias before repair & 44.26k \\
Aggregate global routing overflow & 0 \\
Initial antenna violation count & 19 \\
Overall track demand over capacity in global routing & 44.81\% \\
\multicolumn{2}{l}{\textbf{Flow run}} \\
Number of logged tool warnings & 39 \\
Number of maximum-capacitance violations & 0 \\
\multicolumn{2}{l}{\textbf{Hold path}} \\
Hold crit path type & register to register \\
\hline
\end{tabular}
==> path summary, 6_finish.rpt <==
check	slack (ns)	cells past startpoint	startpoint	to
setup / recovery	1.12	9	ReadAddress1[1]	R1[11]
hold / removal	0.53	1	registers[3][2]$_DFFE_PP0P_	registers[3][2]$_DFFE_PP0P_
setup reg to reg	7.79	1	registers[13][20]$_DFFE_PP0P_	registers[13][20]$_DFFE_PP0P_
hold reg to reg	0.53	1	registers[3][2]$_DFFE_PP0P_	registers[3][2]$_DFFE_PP0P_
max in group asynchronous	5.33	4	rst	registers[13][5]$_DFFE_PP0P_
min in group asynchronous	1.45	2	rst	registers[16][23]$_DFFE_PP0P_
==> layout make-up <==
cell class / count / area share [%]
Inverter: 5 / 0.03778
Tap cell: 1662 / 3.488
Multi-Input combinational cell: 2931 / 41.24
Clock inverter: 52 / 1.056
Sequential cell: 1024 / 42.98
Timing Repair Buffer: 368 / 5.448
Antenna cell: 22 / 0.09234
Clock buffer: 160 / 5.654
==> routing by layer <==
metal	global-route usage [%]	wire (um)
met5	2.257	613
met1	56.50	99010
met2	58.18	110900
met4	26.05	23230
met3	28.59	47810
==> cells in the final DEF (no fill, tap or decap), types with 28 or more instances in the layout <==
| cell type | netlist | final |
|---|---|---|
| sky130_fd_sc_hd__a21oi_1 | 70 | 70 |
| sky130_fd_sc_hd__mux2_2 | 1021 | 1021 |
| sky130_fd_sc_hd__dfrtp_1 | 1024 | 1024 |
| sky130_fd_sc_hd__a221oi_1 | 36 | 36 |
| sky130_fd_sc_hd__clkdlybuf4s50_1 | 0 | 103 |
| sky130_fd_sc_hd__nor3_1 | 54 | 52 |
| sky130_fd_sc_hd__buf_4 | 13 | 236 |
| sky130_fd_sc_hd__mux2i_1 | 57 | 57 |
| sky130_fd_sc_hd__a22o_1 | 56 | 56 |
| sky130_fd_sc_hd__nand2_1 | 206 | 193 |
| sky130_fd_sc_hd__nand4_1 | 90 | 90 |
| sky130_fd_sc_hd__o21ai_0 | 28 | 28 |
| sky130_fd_sc_hd__clkbuf_16 | 0 | 118 |
| sky130_fd_sc_hd__nor2_4 | 2 | 70 |
| sky130_fd_sc_hd__nor2_1 | 168 | 117 |
| sky130_fd_sc_hd__a22oi_1 | 710 | 710 |
| sky130_fd_sc_hd__conb_1 | 1 | 32 |
| sky130_fd_sc_hd__nand3_1 | 55 | 51 |
==> kinds of logic after synthesis <==
family                 Yosys count  synth area share (%)
multiplexers                  1082                 23.62
AND-OR/OR-AND                 1065                 15.65
flip-flops                    1024                 49.92
AND/OR/NAND/NOR                752                 7.288
buffers and inverters          421                 3.524
other                            1              0.007305
==> through the flow <==
stage | utilization, % | cells | worst slack, ns | setup TNS, ns | cell area (sq um)
3_3_place_gp | 43.63 | 5990 | 1.489 | 0 | 55560
3_5_place_dp | 43.63 | 5990 | 1.457 | 0 | 55560
6_report | 46.81 | 6224 | 1.117 | 0 | 59620
5_1_grt | 46.77 | 6202 | 1.227 | 0 | 59560
2_1_floorplan | - | 4376 | -7.154 | -7325.63 | 51450
4_1_cts | 46.77 | 6202 | 1.439 | 0 | 59560
==> report_power, final <==
part	total, mW	internal, mW	leakage (nW)	switching [mW]
registers	6.62	5.67	13.1	0.960
clock network	5.18	3.05	1.96	2.12
logic	2.04	1.05	10.7	0.984
total	13.8	9.77	25.8	4.07
==> critical path: stages <==
cell                              delay (ns)
sky130_fd_sc_hd__buf_2                  0.47
sky130_fd_sc_hd__nand3b_1               0.68
sky130_fd_sc_hd__nor2_4                 1.10
sky130_fd_sc_hd__buf_4                  0.43
sky130_fd_sc_hd__a22oi_1                0.14
sky130_fd_sc_hd__o21ai_0                0.28
sky130_fd_sc_hd__nor4_1                 0.15
sky130_fd_sc_hd__a21oi_1                0.30
sky130_fd_sc_hd__clkdlybuf4s50_1        0.51
No activity file was given, so power comes from the tool's default toggle rates.
